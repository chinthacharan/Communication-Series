$ cat ./design.v
`timescale 1ns / 1ps
module i2c_master( input clk, rst , newd,
input [6:0] addr,
input op, 
inout sda,
output scl,
input [7:0] din,
output [7:0] dout,
output reg busy, ack_err, done
);
reg scl_t = 0;
reg sda_t = 0;
parameter sys_freq = 40000000;  
parameter i2c_freq = 100000;   
parameter clk_count4 = (sys_freq/i2c_freq); 
parameter clk_count1 = clk_count4/4;  
integer count1 = 0;
reg i2c_clk = 0;
reg [1:0] pulse = 0;
always@(posedge clk)
begin
      if(rst)
       begin
       pulse <= 0;
       count1 <= 0;
       end
       else if (busy == 1'b0)  
        begin
        pulse <= 0;
        count1 <= 0;
        end
      else if(count1  == clk_count1 - 1)
       begin
       pulse <= 1;
       count1 <= count1 + 1;
       end
      else if(count1  == clk_count1*2 - 1)
       begin
       pulse <= 2;
       count1 <= count1 + 1;
       end
      else if(count1  == clk_count1*3 - 1)
       begin
       pulse <= 3;
       count1 <= count1 + 1;
       end
      else if(count1  == clk_count1*4 - 1)
       begin
       pulse <= 0;
       count1 <= 0;
       end
      else
       begin
       count1 <= count1 + 1;
       end
end
reg [3:0] bitcount = 0;
reg [7:0] data_addr   = 0, data_tx = 0;
reg r_ack = 0;
reg [7:0] rx_data = 0;
reg sda_en = 0;
typedef enum logic [3:0] {idle = 0, start = 1, write_addr = 2, ack_1 = 3, write_data = 4, read_data = 5, stop = 6, ack_2 =7, master_ack = 8} state_type;
state_type state = idle;
always@(posedge clk)
begin
 if(rst)
   begin
    bitcount   <= 0;
    data_addr  <= 0;
    data_tx    <= 0;
    scl_t <= 1;
    sda_t <= 1;
    state <= idle;
    busy  <= 1'b0;
    ack_err <= 1'b0;
    done    <= 1'b0;
   end
else
   begin
                case(state)
                      idle:
                      begin
                            done  <= 1'b0;
                            if(newd == 1'b1)
                               begin
                               data_addr  <= {addr,op};
                               data_tx    <= din;
                               busy  <= 1'b1;
                               state <= start;
                               ack_err <= 1'b0;
                               end
                            else
                               begin
                               data_addr  <= 0;
                               data_tx    <= 0;
                               busy  <= 1'b0;
                               state <= idle;
                               ack_err <= 1'b0;
                               end
                      end
                     start: 
                     begin
                         sda_en <= 1'b1;  
                         case(pulse)
                         0: begin scl_t <= 1'b1; sda_t <= 1'b1; end
                         1: begin scl_t <= 1'b1; sda_t <= 1'b1; end
                         2: begin scl_t <= 1'b1; sda_t <= 1'b0; end
                         3: begin scl_t <= 1'b1; sda_t <= 1'b0; end
                         endcase
                             if(count1  == clk_count1*4 - 1)
                             begin
                                state <= write_addr;
                                scl_t <= 1'b0;
                             end
                             else
                                state <= start;
                     end
                   write_addr: 
                   begin
                      sda_en <= 1'b1;   
                      if(bitcount <= 7)
                         begin
                                 case(pulse)
                                 0: begin scl_t <= 1'b0; sda_t <= 1'b0; end
                                 1: begin scl_t <= 1'b0; sda_t <= data_addr[7 - bitcount]; end
                                 2: begin scl_t <= 1'b1;  end
                                 3: begin scl_t <= 1'b1;  end
                                 endcase
                                 if(count1  == clk_count1*4 - 1)
                                 begin
                                    state <= write_addr;
                                    scl_t <= 1'b0;
                                    bitcount <= bitcount + 1;
                                 end
                                 else
                                 begin
                                    state <= write_addr;
                                 end
                         end
                      else
                        begin
                        state <= ack_1;
                        bitcount <= 0;
                        sda_en <= 1'b0;
                        end
                   end   
                   ack_1 : 
                   begin
                        sda_en <= 1'b0;  
                                case(pulse)
                                 0: begin scl_t <= 1'b0; sda_t <= 1'b0; end
                                 1: begin scl_t <= 1'b0; sda_t <= 1'b0; end
                                 2: begin scl_t <= 1'b1; sda_t <= 1'b0; r_ack <= 1'b0; end  
                                 3: begin scl_t <= 1'b1;  end
                                 endcase
                       if(count1  == clk_count1*4 - 1)
                                  begin
                                      if(r_ack == 1'b0 && data_addr[0] == 1'b0)
                                        begin
                                        state <= write_data;
                                        sda_t <= 1'b0;
                                        sda_en <= 1'b1;  
                                        bitcount <= 0;
                                        end
                                      else if (r_ack == 1'b0 && data_addr[0] == 1'b1)
                                      begin
                                        state <= read_data;
                                        sda_t <= 1'b1;
                                        sda_en <= 1'b0;  
                                        bitcount <= 0;
                                      end
                                      else
                                      begin
                                        state <= stop;
                                        sda_en <= 1'b1;  
                                        ack_err <= 1'b1;
                                      end
                                  end
                                 else
                                  begin
                                    state <= ack_1;
                                  end
                   end
                 write_data: 
                 begin
                  if(bitcount <= 7)
                         begin
                                 case(pulse)
                                 0: begin scl_t <= 1'b0;   end
                                 1: begin scl_t <= 1'b0;sda_en <= 1'b1; sda_t <= data_tx[7 - bitcount];                                  end
                                 2: begin scl_t <= 1'b1;  end
                                 3: begin scl_t <= 1'b1;  end
                                 endcase
                                 if(count1  == clk_count1*4 - 1)
                                 begin
                                    state <= write_data;
                                    scl_t <= 1'b0;
                                    bitcount <= bitcount + 1;
                                 end
                                 else
                                 begin
                                    state <= write_data;
                                 end
                         end
                      else
                        begin
                        state <= ack_2;
                        bitcount <= 0;
                        sda_en <= 1'b0;  
                        end
                 end 
                 read_data: 
                 begin
                 sda_en <= 1'b0;  
                 if(bitcount <= 7)
                         begin
                                 case(pulse)
                                 0: begin scl_t <= 1'b0; sda_t <= 1'b0; end
                                 1: begin scl_t <= 1'b0; sda_t <= 1'b0; end
                                 2: begin scl_t <= 1'b1; rx_data[7:0] <= (count1 == 200) ? {rx_data[6:0],sda} : rx_data; end
                                 3: begin scl_t <= 1'b1;  end
                                 endcase
                                 if(count1  == clk_count1*4 - 1)
                                 begin
                                    state <= read_data;
                                    scl_t <= 1'b0;
                                    bitcount <= bitcount + 1;
                                 end
                                 else
                                 begin
                                    state <= read_data;
                                 end
                         end
                      else
                        begin
                        state <= master_ack;
                        bitcount <= 0;
                        sda_en <= 1'b1;  
                        end
                 end
                 master_ack : 
                   begin
                      sda_en <= 1'b1;
                                case(pulse)
                                 0: begin scl_t <= 1'b0; sda_t <= 1'b1; end
                                 1: begin scl_t <= 1'b0; sda_t <= 1'b1; end
                                 2: begin scl_t <= 1'b1; sda_t <= 1'b1; end 
                                 3: begin scl_t <= 1'b1; sda_t <= 1'b1; end
                                 endcase
                       if(count1  == clk_count1*4 - 1)
                                  begin
                                      sda_t <= 1'b0;
                                      state <= stop;
                                      sda_en <= 1'b1;  
                                  end
                                 else
                                  begin
                                    state <= master_ack;
                                  end
                   end
                  ack_2 : 
                   begin
                     sda_en <= 1'b0;  
                                case(pulse)
                                 0: begin scl_t <= 1'b0; sda_t <= 1'b0; end
                                 1: begin scl_t <= 1'b0; sda_t <= 1'b0; end
                                 2: begin scl_t <= 1'b1; sda_t <= 1'b0; r_ack <= 1'b0; end  
                                 3: begin scl_t <= 1'b1;  end
                                 endcase
                       if(count1  == clk_count1*4 - 1)
                                  begin
                                      sda_t <= 1'b0;
                                      sda_en <= 1'b1;  
                                      if(r_ack == 1'b0 )
                                        begin
                                        state <= stop;
                                        ack_err <= 1'b0;
                                        end
                                      else
                                        begin
                                        state <= stop;
                                        ack_err <= 1'b1;
                                        end
                                  end
                                 else
                                  begin
                                    state <= ack_2;
                                  end
                   end
                   stop: 
                     begin
                     sda_en <= 1'b1;  
                         case(pulse)
                         0: begin scl_t <= 1'b1; sda_t <= 1'b0; end
                         1: begin scl_t <= 1'b1; sda_t <= 1'b0; end
                         2: begin scl_t <= 1'b1; sda_t <= 1'b1; end
                         3: begin scl_t <= 1'b1; sda_t <= 1'b1; end
                         endcase
                             if(count1  == clk_count1*4 - 1)
                             begin
                                state <= idle;
                                scl_t <= 1'b0;
                                busy <= 1'b0;
                                sda_en <= 1'b1;  
                                done   <= 1'b1;
                             end
                             else
                                state <= stop;
                     end
                 default : state <= idle;
               endcase
   end
end
assign sda = (sda_en == 1) ? (sda_t == 0) ? 1'b0 : 1'bz : 1'bz;  
assign scl = scl_t;
assign dout = rx_data;
endmodule
$ cat ./run.sh
#!/bin/bash
# OpenROAD 26Q1-2900-gdf79404cd8, Yosys 0.63+post, stock flow scripts
make -C /OpenROAD-flow-scripts/flow DESIGN_CONFIG=/design/flow/config.mk WORK_HOME=/design/flow/orfs finish
$ cat ./config.mk
export PLATFORM = sky130hd
export DESIGN_NAME = i2c_master
export DESIGN_NICKNAME = i2c_master
export VERILOG_FILES = /design/flow/design.v
export SDC_FILE = /design/flow/constraint.sdc
export NUM_CORES = 4
export LEC_CHECK = 1
export CORE_UTILIZATION = 30
$ cat ./constraint.sdc
current_design i2c_master

set clk_period 4.9
set clk_io_pct 0.2

create_clock -name clk0 -period $clk_period [get_ports {clk}]

set non_clock_inputs [all_inputs -no_clocks]
set_input_delay [expr $clk_period * $clk_io_pct] -clock clk0 $non_clock_inputs
set_output_delay [expr $clk_period * $clk_io_pct] -clock clk0 [all_outputs]
==> flow_summary.ini <==
; implementation run metrics
[synth]
synth-edff-count = 0
async_flop_share_pct = 0
postSynthCellCount = 307
synthFlopType = dfxtp_1
synthesis.area_um2 = 2500
yosys_warnings = 3
ys_cells = 307
ys_area_um2 = 2500
synth_flops = 45
synth.avg_cell_area_um2 = 8.14
ys_types = 57
ys_seq_share_pct = 36.0

[timing]
setup_viol = 0
final_max_slew_viol_count = 0
fin_crit_ns = 2.39
setup_ws_ns = 2.51
hold_viol = 0
whs_ns = 0.472
clock.fmax_mhz = 419
tns_ns = 0
tightestPinTransition_ns = 0.617
rsz0062_at_grt = no
slew_headroom_pct = 58.3
post-route-period-util_pct = 48.7
skew_ns = 0.00695

[drt]
num_vias = 2056
drc = 0
routedWlPerCell_um = 12.0
wl_mm = 4.87
ant_nets = 0
drt_iter0_markers = 48
firstDrtPassIters = 5
diodes = 0
vias_per_cell = 5.06

[pwr]
p_total_uw = 644
ir_drop_mv = 0.104
p_leak_nw = 0.873
power_density_nw_per_um2 = 239

[cts]
clockRootBuffer = clkbuf_8
clk_latency_ns = 0.29
cts_buffer_depth = 2
cts_hold_buf = 0
cts.clk_slew.worst_paths_ns = 0.08
postCtsSetupRepairBufs = 0
numCtsBuffers = 5
numClockSinks = 45
cts_tree = done
cts_resized = 0
cts_max_level = 2

[setup_path]
worst_path_max_delay_cell = clkdlybuf4s50_1
start_kind = primary input
end_kind = register
required_ns = 5.09
worst-path-max-fanout = 31
crit_family = buffers and inverters
path_cells = clkdlybuf4s50_1 -> nand2b_1 -> inv_1 -> o21ai_2 -> buf_4 -> o21ba_2
cp-startpoint = rst
worstReg2RegStart = count1[4]
arrival_ns = 2.58
worstPathBufferInverterCount = 3
path_class = primary input to register
slowest_delay_ns = 0.75

[layout]
comb_area_um2 = 1470
seqCellArea_um2 = 901
syn_to_final_growth_pct = 7.61
final_cells = 406
finalCoreUtilization_pct = 34.1
final_layout_top_logic_cells = dfxtp_1 (45), nor2_1 (37), nand2_1 (19)
fillers = 804
layout_top_cell = dfxtp_1
finalInstanceArea_um2 = 2690
drive_above_1_share_pct = 6.91

[place]
place.gp.congestion = 0.838
post-place-ws_ns = 2.20
hpwl_mm = 3.34
dp.cells = 398
io_buffer_count = 6
placed_area_um2 = 2590

[global_route]
track_usage_pct = 11.7
grt_overflow = 0
grt_pass1_wl_mm = 8.38
grt_pass1_vias = 1798
grt_max_degree = 32
antenna_found_initial = 0

[die]
core_area_um2 = 7890
ios = 32
die_w_um = 93.3
core.rowCount = 32
chip_area_um2 = 8700
core_util_floorplan_pct = 31.7
die_h_um = 93.3

[job]
warning_count = 40
cap_violations = 0

[min_path]
worstHoldStart = data_addr[0]
hold_class = register to register

[outcome]
status = finished, final reports clean
Yosys cell counts, types with 2 or more instances:
library cell	number	area share, %
nor3_1	14	2.8
buf_2	4	0.80
or2_2	4	1.0
buf_4	10	3.0
a21oi_1	15	3.0
o21ai_0	8	1.6
o32ai_1	3	1.1
nor2_1	37	5.6
inv_1	6	0.90
o21a_1	2	0.60
and3_1	7	1.8
ha_1	2	1.0
or3_1	5	1.3
or4_1	2	0.60
and4_1	2	0.70
a211oi_1	3	0.90
a31oi_1	3	0.75
nor4_1	12	3.0
o31ai_1	2	0.60
nand2_1	19	2.9
dfxtp_1	45	36
nor3b_1	5	1.5
nand3b_1	2	0.60
nand4_1	12	3.0
nand3_1	11	2.2
xnor2_1	16	5.6
nand2b_1	6	1.5
xor2_1	9	3.2
a21o_1	2	0.60
clkbuf_1	12	1.8
where the power goes:
part	switching (mW)	total, mW	internal [mW]
logic	0.0102	0.0202	0.0100
clock network	0.124	0.252	0.128
registers	0.00410	0.372	0.368
total	0.139	0.644	0.506
sequential cells by signal, summed over array words and instances (netlist names):
signal and count:
bitcount 4, busy 1, count1 32, data_addr 1, done 1, pulse 1
scl_t 1, state 4
worst paths after layout:
path                                     end  depth (start not counted)  slack (ns)
worst max-delay path              count1[21]                          6        2.51
worst min-delay path            data_addr[0]                          2        0.47
worst max register to register    count1[31]                          5        2.61
worst min register to register  data_addr[0]                          2        0.47
per-layer routing:
| metal | share of wire (%) | global-route usage (%) |
|---|---|---|
| met5 | 0 | 0 |
| met3 | 2.4 | 1.49 |
| met1 | 53 | 18.4 |
| met4 | 1.4 | 1.41 |
| met2 | 43 | 18.0 |
area by class of cell:
cell class | count | share of cell area [%]
Inverter | 6 | 0.837
Timing Repair Buffer | 7 | 2.51
Tap cell | 102 | 4.74
Multi-Input combinational cell | 238 | 54.7
Clock buffer | 7 | 3.58
Clock inverter | 1 | 0.186
Sequential cell | 45 | 33.5
worst register-to-register path, stage by stage, from the launching register on:
cell and delay, ns:
dfxtp_1 0.47, nand3_4 0.13, nor4b_4 0.47, nand4_1 0.43, or4_1 0.59, a21oi_1 0.14
cell families after synthesis:
logic type               share of synthesized area (%)
adder cells (fa/ha/maj)                           1.00
AND/OR/NAND/NOR                                   34.5
XOR/XNOR                                          8.76
multiplexers                                     0.400
AND-OR/OR-AND                                     12.5
other                                            0.150
buffers and inverters                             6.66
flip-flops                                        36.0
Power is estimated from default activity; no workload was simulated.
